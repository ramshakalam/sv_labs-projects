$ cat flow/config.mk
export PLATFORM = sky130hd
export DESIGN_NAME = updown_ctr
export DESIGN_NICKNAME = updown_ctr
export VERILOG_FILES = /design/flow/design.v
export SDC_FILE = /design/flow/constraint.sdc
export NUM_CORES = 4
export LEC_CHECK = 1
export CORE_UTILIZATION = 30
$ cat flow/constraint.sdc
current_design updown_ctr

set clk_period 8.1
set clk_io_pct 0.2

create_clock -name clk0 -period $clk_period [get_ports {clk}]

set non_clock_inputs [all_inputs -no_clocks]
set_input_delay [expr $clk_period * $clk_io_pct] -clock clk0 $non_clock_inputs
set_output_delay [expr $clk_period * $clk_io_pct] -clock clk0 [all_outputs]
$ cat flow/design.v
interface axi_master_if(input bit ACLK, input bit ARESETn);
    bit        AWVALID;
    bit        AWREADY;
    bit [31:0] AWADDR;
    bit [3:0]  AWID;
    bit        WVALID;
    bit        WREADY;
    bit [31:0] WDATA;
    bit        WLAST;
    bit        BVALID;
    bit        BREADY;
    bit [1:0]  BRESP;
    bit [3:0]  BID;
    bit        ARVALID;
    bit        ARREADY;
    bit [31:0] ARADDR;
    bit [3:0]  ARID;
    bit        RVALID;
    bit        RREADY;
    bit [31:0] RDATA;
    bit        RLAST;
    bit [3:0]  RID;
endinterface
interface axi_slave_if(input bit ACLK, input bit ARESETn);
    bit        AWVALID;
    bit        AWREADY;
    bit [31:0] AWADDR;
    bit [3:0]  AWID;
    bit        WVALID;
    bit        WREADY;
    bit [31:0] WDATA;
    bit        WLAST;
    bit        BVALID;
    bit        BREADY;
    bit [1:0]  BRESP;
    bit [3:0]  BID;
    bit        ARVALID;
    bit        ARREADY;
    bit [31:0] ARADDR;
    bit [3:0]  ARID;
    bit        RVALID;
    bit        RREADY;
    bit [31:0] RDATA;
    bit        RLAST;
    bit [3:0]  RID;
endinterface
interface counter_if;
  logic clk;
  logic reset;
  logic load;
  logic enable;
  logic inc;
  logic dec;
  logic done;
  logic [31:0] count;
  logic [31:0] din;
  modport dut (
    input clk, reset, load, enable, inc, dec, din,
    output count, done
  );
  modport tb (
    input count, done,
    output clk, reset, load, enable, inc, dec, din
  );
endinterface
module updown_ctr (
  input clk, reset, load, up, enable,
  input [31:0] din,
  output [31:0] count
);
  reg [31:0] count;
  always @(posedge clk) begin
    if (reset)
      count <= 0;
    else if (load)
      count <= din;
    else if (enable && up)
      count <= count + 1;
    else if (enable && ~up)
      count <= count - 1;
  end
endmodule
$ cat flow/run.sh
#!/bin/bash
# OpenROAD 26Q1-2900-gdf79404cd8, Yosys 0.63+post, stock flow scripts
make -C /OpenROAD-flow-scripts/flow DESIGN_CONFIG=/design/flow/config.mk WORK_HOME=/design/flow/orfs finish
==> summary.txt <==
Quick summary of the implementation run below.

The data required time of the worst path is 8280 ps. Post-route period utilization is reported as 0.604. The number of endpoints with negative hold slack in the final report came out at 0.

The average routed wire per standard cell came out at 14.9 um. By area, the combinational part of the netlist is dominated by AND-OR/OR-AND gates. The fraction of layout instances using a drive strength above 1 came out at 0.0682. For this run, the slowest stage of the critical path takes 460 ps. Looking at the gate-level netlist, the highest instance count belongs to sky130_fd_sc_hd__a21oi_1. The max-capacitance violation count came out at 0. The number of placement rows is 37. The clock net in this run drives a total of 32 sinks. The endpoint of the worst hold path is reported as count[14]$_SDFFE_PP0P_. The critical path goes through clkdlybuf4s50_1, buf_4, nand2_1, buf_4, ha_1, and2b_1, o2111ai_2, a21boi_4, a221oi_2, o31ai_4, a21boi_2, xor2_1, a2111oi_2. STA lists the maximum fanout along the critical path as 39. The critical path class is input pin to register.

The final count of pins violating max slew came out at 0. The top-level I/O count came out at 69. The setup-violating endpoint count in the final report is 0. The quantity of I/O buffers inserted on ports came out at 68. For this run, the total global-route usage over all layers was measured as 0.168. The number of vias after detailed routing is 3,161. The flip-flop count of the largest register, all copies and words added is 32. The proportion of register bits with asynchronous set or reset after synthesis came out at 0. The count of filler cells inserted in the layout came out at 1,086.

The startpoint class of the critical path is an input pin. The clock period minus worst slack is 4890 ps. The maximum achievable frequency came out at 204 MHz. The remaining antenna violation count came out at 0. The flow ran to the end, and the final reports show no timing, DRC or antenna violations. The flow measured a signed area growth from synthesis to layout of 26.6%. The largest clock skew in the final design came out at 5.28 ps. Looking at the clock tree report, the root buffer type is sky130_fd_sc_hd__clkbuf_8. The number of diodes came out at 0. The number of synthesized flops with an enable pin is 0.

The depth of the worst register-to-register path came out at 10. Synthesis produced a netlist whose cell count is 417. The first-pass GRT wire length is 15.2 mm. For this run, design rule violations remaining after detail routing come to 0. The placement summary gives the final routability congestion estimate as 0.881.

The die footprint came out at 0.0112 sq mm. The count of cell types in the netlist is 62. For this run, the chip area from Yosys synthesis comes to 0.00324 sq mm.

The parity-gate share of the synthesized area counting xor and xnor cells came out at 0.0702. As reported, the later end of the worst-skew pair has a clock insertion delay of 280 ps. The share of synthesized area spent on multiplexers came out at 0.0374. The launch point of the worst min-delay path is recorded as count[14]$_SDFFE_PP0P_.

The number of levels the H-tree was split into came out at 2. The maximum number of pins on one net before global-route repair is 67. Of the total synthesized cell area, the portion taken by AND, OR, NAND and NOR gates is 0.191.

The area fraction of the dominant cell type after synthesis is 0.197. Among the stages of the critical path, the cell type that occurs most often is sky130_fd_sc_hd__buf_4. Across all stage logs, warnings added up to 28.

The overall power after layout came out at 706 uW. The die outline width came out at 106 um. The vertical die size came out at 106 um.

The number of clock buffers inserted by TritonCTS came out at 5. Yosys stat counts 417 cells in the synthesized netlist. The startpoint identified for the worst register-to-register timing path is count[0]$_SDFFE_PP0P_.

The final HPWL from detailed placement came out at 6.45 mm. In this run the cell area of the synthesized design comes to 0.00324 sq mm. The leakage power summed over all cells came out at 1.69 nW. The register-to-register setup slack is 5330 ps. The leftover overflow at the end of global routing is 0. The number of global-route vias before repair came out at 3,088. The buffer count from post-CTS setup fixing came out at 0. The measured slew at the worst slew-check pin is 670 ps. The initial antenna violation count was 0. The share of the core area taken by cells at floorplan is 0.311.

The share of synthesized cell area in full adder, half adder and majority cells came out at 0.133. Per the timing report, the most critical flop-to-flop path finishes at count[26]$_SDFFE_PP0P_. Setup repair after global routing left no endpoint under its margin. The clock transition at the register clock pins on the worst setup and hold paths after CTS came out at 70 ps.

The aoi/oai-family share of the synthesized area came out at 0.318. The number of storage elements in the synthesis netlist is 32. The largest register by flop count is count. The arrival time of data at the critical path endpoint is 5080 ps. The number of search-and-repair iterations in the first detailed-routing pass came out at 6. Post-CTS repair ended up resizing 0 cells.

The CTS tree is done. The final-layout setup total negative slack came out at 0 ps. For this design, the CTS-stage hold fixing added 0 buffers. The core area came out at 0.0104 sq mm. The routed wire length came out at 8.99 mm. The share of the Yosys chip area taken by registers is 0.197. The worst VDD IR drop from the latest analysis is 0.0717 mV. The largest area contributor in the synthesized netlist is sky130_fd_sc_hd__dfxtp_1. The placed cell count came out at 598. The worst setup path is captured at a register.

The end-of-flow core utilization came out at 0.394. Checking hold timing, the worst path is listed with class register to register. The tally of non-filler cells in the final layout came out at 605.

Counting the warning lines in the Yosys log gives 1. The largest registers in the layout are count (32). The vias per cell came out at 5.22.

The slowest stage of the critical path belongs to the cell sky130_fd_sc_hd__a221oi_2. The violation count after the first detailed-route iteration came out at 168. Hold analysis shows the worst path with a depth of 2.

The average instance area after synthesis is 7.78 sq um. The ratio of total power to cell area is 172 mW/mm^2. The worst slew margin relative to its limit is 0.553. Ranked by total cell area, the synthesized netlist is headed by sky130_fd_sc_hd__dfxtp_1 20%, sky130_fd_sc_hd__ha_1 13%, sky130_fd_sc_hd__a21oi_1 7.7%, sky130_fd_sc_hd__xnor2_1 4.3%, sky130_fd_sc_hd__nand2_1 3.9%. The number of buffers between clock root and the deepest sink came out at 2. The most common flop cell mapped by yosys is sky130_fd_sc_hd__dfxtp_1. Counting instances in the post-synthesis netlist gives the leading cell types as 50 x sky130_fd_sc_hd__a21oi_1, 34 x sky130_fd_sc_hd__nand2_1, 33 x sky130_fd_sc_hd__ha_1.
cell type report:
class	count	area (sq um)	share of cell area
multi-input combinational	341	2430	0.592
timing repair buffer	72	706	0.172
sequential	32	641	0.156
tap	136	170	0.0414
clock buffer	7	96.3	0.0234
inverter	17	63.8	0.0155
layout by cell type, fill, tap and decap left out, drive strengths merged, types with 11 or more instances in the layout:
cell,n
xnor2,16
a221oi,11
clkdlybuf4s50,67
nor2,28
nand2,34
mux2i,11
o21ai,18
dfxtp,32
ha,33
a21o,15
nand3,11
inv,17
a21oi,52
metrics by stage:
stage / area, sq um / worst slack, ps / hold slack [ps]
after global placement: 4010 / 2980 / 566
after CTS: 4110 / 3200 / 587
after global routing: 4110 / 2900 / 628
after floorplan: 3240 / 3260 / 506
after detailed placement: 4010 / 2910 / 574
final: 4110 / 3210 / 586
worst max path at each step:
stage	start	to	slack, ps
finish	enable	count[22]$_SDFFE_PP0P_	3210
global route	enable	count[25]$_SDFFE_PP0P_	2900
CTS	enable	count[22]$_SDFFE_PP0P_	3200
kinds of logic (layout without fill, tap and decap cells):
logic type,after synthesis,after routing
AOI/OAI and AO/OA,145,145
DFF,32,32
muxes,12,12
adders and majority gates,34,34
xor gates and xnor gates,26,26
buffers and inverters,44,96
and+or+nand+nor,124,124
routing by layer:
| layer | vias to the layer above | routed length (um) | GRT usage |
|---|---|---|---|
| li1 | 1664 | - | - |
| met1 | 1434 | 4570 | 0.250 |
| met2 | 57 | 4010 | 0.267 |
| met3 | 6 | 347 | 0.0238 |
| met4 | 0 | 67 | 0.0188 |
| met5 | - | 0 | 0 |
critical path: cells and delay by family:
family          cells  cell delay, ps
compound gates      6            1500
buf+inv             3            1160
fa+ha+maj           1             380
xor+xnor            1             100
simple gates        2             290
report_power, final:
part           internal (mW)  leakage [nW]  switching, mW  total [mW]
sequential             0.175         0.266         0.0170       0.192
combinational          0.184          1.38          0.191       0.376
clock                 0.0758        0.0503         0.0632       0.139
total                  0.435          1.69          0.272       0.706
Power is estimated from default activity; no workload was simulated.

===== flow/run.sh =====
#!/bin/bash
# OpenROAD 26Q1-2900-gdf79404cd8, Yosys 0.63+post, stock flow scripts
make -C /OpenROAD-flow-scripts/flow DESIGN_CONFIG=/design/flow/config.mk WORK_HOME=/design/flow/orfs finish

===== flow/config.mk =====
export PLATFORM = sky130hd
export DESIGN_NAME = counter_32bit
export DESIGN_NICKNAME = counter_32bit
export VERILOG_FILES = /design/flow/design.v
export SDC_FILE = /design/flow/constraint.sdc
export NUM_CORES = 4
export LEC_CHECK = 1
export CORE_UTILIZATION = 40

===== flow/constraint.sdc =====
current_design counter_32bit

set clk_period 8.1
set clk_io_pct 0.2

create_clock -name clk0 -period $clk_period [get_ports {clk}]

set non_clock_inputs [all_inputs -no_clocks]
set_input_delay [expr $clk_period * $clk_io_pct] -clock clk0 $non_clock_inputs
set_output_delay [expr $clk_period * $clk_io_pct] -clock clk0 [all_outputs]

===== flow/design.v =====
interface axi_master_if(input bit ACLK, input bit ARESETn);
    bit        AWVALID;
    bit        AWREADY;
    bit [31:0] AWADDR;
    bit [3:0]  AWID;
    bit        WVALID;
    bit        WREADY;
    bit [31:0] WDATA;
    bit        WLAST;
    bit        BVALID;
    bit        BREADY;
    bit [1:0]  BRESP;
    bit [3:0]  BID;
    bit        ARVALID;
    bit        ARREADY;
    bit [31:0] ARADDR;
    bit [3:0]  ARID;
    bit        RVALID;
    bit        RREADY;
    bit [31:0] RDATA;
    bit        RLAST;
    bit [3:0]  RID;
endinterface
interface axi_slave_if(input bit ACLK, input bit ARESETn);
    bit        AWVALID;
    bit        AWREADY;
    bit [31:0] AWADDR;
    bit [3:0]  AWID;
    bit        WVALID;
    bit        WREADY;
    bit [31:0] WDATA;
    bit        WLAST;
    bit        BVALID;
    bit        BREADY;
    bit [1:0]  BRESP;
    bit [3:0]  BID;
    bit        ARVALID;
    bit        ARREADY;
    bit [31:0] ARADDR;
    bit [3:0]  ARID;
    bit        RVALID;
    bit        RREADY;
    bit [31:0] RDATA;
    bit        RLAST;
    bit [3:0]  RID;
endinterface
interface counter_if;
  logic clk;
  logic reset;
  logic load;
  logic enable;
  logic inc;
  logic dec;
  logic done;
  logic [31:0] count;
  logic [31:0] din;
  modport dut (
    input clk, reset, load, enable, inc, dec, din,
    output count, done
  );
  modport tb (
    input count, done,
    output clk, reset, load, enable, inc, dec, din
  );
endinterface
module counter_32bit (
  input  logic        clk,
  input  logic        reset,
  input  logic        enable,
  input  logic [2:0]  mode,         
  input  logic        up_down,      
  input  logic        load,
  input  logic [31:0] din,          
  input  logic [31:0] sat_count,    
  output logic [31:0] count,
  output logic        timer_event
);
  logic [31:0] next_count;
  logic timer_next;
  always_comb begin
    if (load) begin
      next_count = din;
      timer_next = 0;
    end else if (!enable) begin
      next_count = count;
      timer_next = 0;
    end else if (up_down) begin
      next_count = count + (mode + 1);
      timer_next = (next_count >= sat_count);
      if (timer_next) next_count = sat_count;
    end else begin
      next_count = count - (mode + 1);
      timer_next = (next_count <= 0);
      if (timer_next) next_count = 0;
    end
  end
  always_ff @(posedge clk or posedge reset) begin
    if (reset) begin
      count <= 0;
      timer_event <= 0;
    end else begin
      count <= next_count;
      timer_event <= timer_next;
    end
  end
endmodule

==> Changelog: implementation <==
### Implementation results

* Status: finished, final reports clean
* Fin. Hold Viols at 0
* Maxcap violations at 0
* Hold slack at around 690 ps
* H-tree Lvls at 2
* Met2 GRT Util at between 40% and 50%
* Final TNS setup at 0 ps
* DRC errors left at 0
* Synth area leaders: dfrtp_1 17%, ha_1 11%, xnor2_1 7.2%
* CP arrival at 7170 ps
* Skew-Pair Late Insertion Delay at approximately 300 ps
* Area reported by Yosys stat at between 4000 and 5000 µm²
* Post-synth top area cell: dfrtp_1
* HP Class: reg2reg
* Crit path launch type: input pin
* Row count at 39
* Top cells by count: 72 x nor2_1, 60 x a21oi_1, 52 x inv_1
* FP Core Util at 41.4%
* Synth Seq Share at approximately 17%
* Maximum fanout along the worst path at 17
* Peak supply drop at ~0.000092 V
* Top FF cell, synth: dfrtp_1
* Post-synth EDFFs at 0
* Cell Pwr Density at between 100 and 150 nW/µm²
* Syn_area_per_cell at approximately 7.7 µm²
* Worst Slack Setup Final at 1100 ps
* Largest net degree at the start of global routing at approximately 67
* Gp weighted congestion at 0.912
* Cell Area, Synth at around 4800 µm²
* Yosys Instances at just over 600
* Busiest grt layer: met2
* Reg clk slew, reported paths at around 60 ps
* Ports at between 100 and 150
* Post-route antenna net violation count at 0
* Max Freq at about 140 MHz
* GRT met3 Usage at under 10%
* Placed cells at 828
* Worst path max stage delay at 730 ps
* Grt total ovfl at 0
* Worst Skew at slightly below 7 ps
* Pleak at roughly 2.4 nW
* Finished Layout Cells at between 800 and 900
* Ratio of cells with drive above 1 in the final layout at approximately 6.2%
* Slowest CP cell: and3_1
* Ys async rst share at 100%
* Number of inserted diodes at 0
* Drt first pass iters at 23
* Final wirelength at 16200 µm
* Worst Setup End Kind: flip-flop
* Via count of the first global-routing pass at 4627
* Synth warn at 1
* Post-CTS Hold Fix Bufs at 0
* Drt first-iter violations at around 350
* Clock root cell: clkbuf_16
* GRT Total Usage at approximately 27%
* Slew @ Worst Pin at roughly 820 ps
* Final tally of max-slew violations at 0
* CTS resizes at 0
* Vertical die size at 111 µm
* Crit path kind: in2reg
* Die width at around 110 µm
* Core box area at ~12000 µm²
* CTS tree: built
* DR vias/cell at roughly 5.7
* Overall power at 0.859 mW
* Max Buffers Root-to-Sink at 2
* CTS sink count at 33
* CP Cell Sequence: clkdlybuf4s50_1 -> ha_1 -> xor2_1 -> ha_1 -> nor2b_1 -> a221o_1 -> nand3_1 -> nor4_1 -> xor2_1 -> ha_1 -> a21o_1 -> a21o_1 -> a221o_1 -> a22oi_1 -> and3_1 -> buf_4 -> mux2i_1 -> a21oi_1 -> a221o_1
* GR Util met1 at between 30% and 40%
* Drt wl/cell at roughly 19 µm
* #FFs+latches synth at 33
* Crit share post-route at 86.4%
* TritonCTS Buffers at 5
* Post-detail-place hpwl at around 12000 µm
* Fill cell total of the finished layout at 1132
* Chip area at 12400 µm²
* Slew margin rel. at between 40% and 50%
* Mapped Cells at 621
* Final setup viols at 0
* Top-area cell share at between 10% and 20%
* Via count at roughly 4800
* Area growth syn-to-layout at 23.2%
* Stage-log warning count at 29
* Min Clock Period, post-route at approximately 7000 ps
* Initial antenna violation count at 0
* Synth unique cells at 71
* Yosys top cell by instances: nor2_1
* First-pass GRT wire length at about 26000 µm
* Unrepaired setup endpoints after global routing: no
* Count of buffers from port buffering at 104
* Critical Path RT at 8270 ps
* Pre-CTS setup slack at 835 ps
* Postcts setup bufs at 0
## metrics by stage
stage                     util [%]  cell area, µm²
after CTS                     51.0            5880
after detailed placement      49.8            5730
final                         51.0            5880
after floorplan                  -            4770
after global placement        49.8            5730
after global routing          51.0            5880
## report_power, final
part / switching, mW / internal, mW
clock network: 0.0788 / 0.121
registers: 0.0538 / 0.184
logic: 0.214 / 0.207
total: 0.347 / 0.513
## per-layer routing
| metal | routed length, µm | vias up |
|---|---|---|
| li1 | - | 2375 |
| met1 | 7240 | 2219 |
| met2 | 7660 | 167 |
| met3 | 1020 | 15 |
| met4 | 257 | 0 |
| met5 | 0 | - |
## sequential cells by signal, summed over array words and instances, names as in the netlist
signal and flops:
count 32, timer_event 1
## path summary, 6_finish.rpt
check | start | end | slack [ps] | cells after the start
setup / recovery | mode[0] | count[13] | 1100 | 19
hold / removal | count[3] | count[3] | 690 | 4
setup reg to reg | count[3] | count[13] | 2760 | 15
hold reg to reg | count[3] | count[3] | 690 | 4
max in group asynchronous | reset | count[17] | 5990 | 3
min in group asynchronous | reset | count[1] | 1750 | 3
## worst max-delay path, delay by kind of cell
kind,cells,cell delay (ps)
AND-OR/OR-AND,7,1550
adder cells (fa/ha/maj),3,940
XOR/XNOR,2,400
multiplexers,1,230
AND/OR/NAND/NOR,4,1550
buffers and inverters,2,850
## cell families (layout without fill, tap and decap cells)
kind of cell             count (synthesis)  in the layout  synth area share (%)
adder cells (fa/ha/maj)                 43             43                  11.6
multiplexers                            26             26                  5.69
buffers and inverters                   99            170                  10.3
AND/OR/NAND/NOR                        216            216                  24.4
flip-flops                              33             33                  17.3
XOR/XNOR                                55             55                  10.1
AND-OR/OR-AND                          149            149                  20.6
## placed cells by master, fill, tap and decap left out, types with 16 or more instances in the layout
cell type and count:
nand2_1 27, xnor2_1 39, clkdlybuf4s50_1 103, ha_1 41, mux2i_1 17, xor2_1 16, nor2_1 72, nor3_1 19
inv_1 52, o21ai_0 22, dfrtp_1 33, a21oi_1 60
## layout make-up
cell class / instances / area [µm²] / area share [%]
timing repair buffer: 110 / 1080 / 18.4
multi-input combinational: 489 / 3450 / 58.7
inverter: 53 / 199 / 3.39
sequential: 33 / 826 / 14.1
clock buffer: 7 / 143 / 2.43
tap: 143 / 179 / 3.04
No activity file was given, so power comes from the tool's default toggle rates.
